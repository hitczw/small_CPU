--- design.v ---
module ACCUMULATOR(ALU_OUT,LOAD_ACC,RST,ACCUM,ZERO);
input[7:0] ALU_OUT; 
input LOAD_ACC;
input RST;
output[7:0] ACCUM;
reg[7:0] ACCUM;
output ZERO;
assign ZERO=!ACCUM;
always@(*)begin
	if(RST)begin
		ACCUM<=8'b00000000;
	end
	else if(LOAD_ACC)begin
		ACCUM<=ALU_OUT;
	end
	else begin
		ACCUM<=ACCUM;
	end
end
endmodule
module ADDR(FETCH,IR_ADDR,PC_ADDR,OUT_ADDR);
input FETCH;
input[12:0] IR_ADDR;
input[12:0] PC_ADDR;
output[12:0] OUT_ADDR;
assign OUT_ADDR=FETCH?IR_ADDR:PC_ADDR;
endmodule
module ALU(DATA,ACCUM,OPCODE,ALU_OUT,ALU_ENA,CLK);
input[7:0] DATA;
input[7:0] ACCUM;
input[2:0] OPCODE;
output[7:0] ALU_OUT;
input CLK;
reg[7:0] ALU_OUT;
input ALU_ENA;
parameter HLT =3'b000,  
	  SKZ =3'b001,  
	  ADD =3'b010,  
	  ANDD=3'b011,
	  XORR=3'b100,
	  LDA =3'b101,  
	  STO =3'b110,  
	  JMP =3'b111;  
always@(posedge CLK)begin
    if(ALU_ENA)begin
      casex (OPCODE)
	ADD: ALU_OUT<=DATA+ACCUM;
	ANDD:ALU_OUT<=DATA&ACCUM;
	XORR:ALU_OUT<=DATA^ACCUM;
	LDA:ALU_OUT <=DATA;
	default:ALU_OUT<=ALU_OUT;
      endcase
    end
   else begin
     ALU_OUT<=ALU_OUT;
   end
end
endmodule
module CHOOSE(IR_ADDR,ALU_OUT,ALU_N,OUT_DATA);
	input[12:0] IR_ADDR;
	input[7:0] ALU_OUT;
	input ALU_N;
	output[7:0] OUT_DATA;
	assign OUT_DATA=ALU_N?IR_ADDR[12:0]:ALU_OUT;
endmodule
module CONTROL(CLK1,RST,OPCODE,ZERO,
               INC_PC,LOAD_ACC,LOAD_PC,RD,WD,LOAD_IR,DATACTL_ENA,FETCH,ALU_N,ALU_ENA);
	input CLK1,RST,ZERO;
	input[2:0] OPCODE;
	output reg INC_PC, 
				  LOAD_ACC, 
				  LOAD_PC,  
				  RD,WD,  
				  LOAD_IR, 
				  DATACTL_ENA, 
				  FETCH, 
				  ALU_N, 
                                  ALU_ENA;
	reg[2:0] state;
	parameter HLT =3'b000,  
							 SKZ =3'b001,  
							 ADD =3'b010,  
							 ANDD=3'b011,
							 XORR=3'b100,
							 LDA =3'b101,  
							 STO =3'b110,  
							 JMP =3'b111;  
	always@(negedge CLK1)begin
		if(RST)begin
			{INC_PC,LOAD_ACC,LOAD_PC,RD,WD,LOAD_IR,DATACTL_ENA,FETCH}=8'b00000000;
			ALU_N<=0;
                        ALU_ENA<=0;
			state<=3'b000;
		end
		else begin
			casex(state)
				3'b000:begin
				  {INC_PC,LOAD_ACC,LOAD_PC,RD,WD,LOAD_IR,DATACTL_ENA,FETCH}=8'b00010100; 
					ALU_N<=0; 
                                        ALU_ENA<=0;
					state<=3'b001;
				end
				3'b001:begin
					{INC_PC,LOAD_ACC,LOAD_PC,RD,WD,LOAD_IR,DATACTL_ENA,FETCH}=8'b10010100; 
			                 ALU_N<=0;
                                         ALU_ENA<=0;
					state<=3'b010;
				end
				3'b010:begin
					{INC_PC,LOAD_ACC,LOAD_PC,RD,WD,LOAD_IR,DATACTL_ENA,FETCH}=8'b00000000; 
					ALU_N<=0;
                                        ALU_ENA<=0;
					state<=3'b011;
				end
				3'b011:begin
					{INC_PC,LOAD_ACC,LOAD_PC,RD,WD,LOAD_IR,DATACTL_ENA,FETCH}=8'b10000000; 
					ALU_N<=0;
                                        ALU_ENA<=0;
					state<=3'b100;
				end
				3'b100:begin
					if(OPCODE==ADD||OPCODE==ANDD||OPCODE==XORR||OPCODE==LDA)begin
					  {INC_PC,LOAD_ACC,LOAD_PC,RD,WD,LOAD_IR,DATACTL_ENA,FETCH}=8'b00010001;
                                           ALU_ENA<=1;
					   ALU_N<=1;
					end
					else if(OPCODE==HLT)begin
						{INC_PC,LOAD_ACC,LOAD_PC,RD,WD,LOAD_IR,DATACTL_ENA,FETCH}=8'b00000000;
                                           ALU_ENA<=0;
					   ALU_N<=1;
					end
					else if(OPCODE==JMP ||(OPCODE==SKZ && ZERO))begin
					  {INC_PC,LOAD_ACC,LOAD_PC,RD,WD,LOAD_IR,DATACTL_ENA,FETCH}=8'b00010000;
                                           ALU_ENA<=0;
					  ALU_N<=0;
					end
					else if(OPCODE==STO)begin
					  {INC_PC,LOAD_ACC,LOAD_PC,RD,WD,LOAD_IR,DATACTL_ENA,FETCH}=8'b00000011;
                                           ALU_ENA<=0;
					  ALU_N<=0;
					end
					else begin
					  {INC_PC,LOAD_ACC,LOAD_PC,RD,WD,LOAD_IR,DATACTL_ENA,FETCH}=8'b00000000;
                                           ALU_ENA<=0;
					  ALU_N<=0;
					end
					state<=3'b101;
				end
				3'b101:begin
					if(OPCODE==ADD||OPCODE==ANDD||OPCODE==XORR||OPCODE==LDA)begin
					  {INC_PC,LOAD_ACC,LOAD_PC,RD,WD,LOAD_IR,DATACTL_ENA,FETCH}=8'b01010000;
                                          ALU_ENA<=0;
					  ALU_N<=0;
					end
					else if(OPCODE==HLT)begin
						{INC_PC,LOAD_ACC,LOAD_PC,RD,WD,LOAD_IR,DATACTL_ENA,FETCH}=8'b01000000;
					   ALU_N<=1;
                                              ALU_ENA<=0;
					end
					else if(OPCODE==JMP ||(OPCODE==SKZ && ZERO))begin
					  {INC_PC,LOAD_ACC,LOAD_PC,RD,WD,LOAD_IR,DATACTL_ENA,FETCH}=8'b10100000;
					  ALU_N<=0;
                                           ALU_ENA<=0;
					end
					else if(OPCODE==STO)begin
					  {INC_PC,LOAD_ACC,LOAD_PC,RD,WD,LOAD_IR,DATACTL_ENA,FETCH}=8'b00001011;
                                           ALU_ENA<=0;
					end
					else begin
						{INC_PC,LOAD_ACC,LOAD_PC,RD,WD,LOAD_IR,DATACTL_ENA,FETCH}=8'b00000000;
						ALU_N<=0;
                                                ALU_ENA<=0;
					end
					state<=3'b110;
				end
				3'b110:begin
					{INC_PC,LOAD_ACC,LOAD_PC,RD,WD,LOAD_IR,DATACTL_ENA,FETCH}=8'b00000000;
					ALU_N<=0;
                                        ALU_ENA<=0;
					state<=3'b111;
				end
				3'b111:begin
						{INC_PC,LOAD_ACC,LOAD_PC,RD,WD,LOAD_IR,DATACTL_ENA,FETCH}=8'b00000000;
                                                 ALU_ENA<=0;
						ALU_N<=0;
				  state<=3'b000;
				end
				default:begin
				  state<=3'b000;
				  {INC_PC,LOAD_ACC,LOAD_PC,RD,WD,LOAD_IR,DATACTL_ENA,FETCH}=8'b00000000;
                                   ALU_ENA<=0;
				  ALU_N<=0;
				end
			endcase
		end
	end
endmodule
module COUNTER(IR_ADDR,LOAD,CLOCK,RST,OUT_ADDR);
input[12:0] IR_ADDR;
input LOAD;
input CLOCK;
input RST;
output[12:0]OUT_ADDR;
reg[12:0]OUT_ADDR;
always@(posedge CLOCK or posedge RST)begin
	if(RST)begin
		OUT_ADDR<=13'b0000000000000;
	end
	else begin
		if(LOAD) begin
			OUT_ADDR<=IR_ADDR;
		end
		else begin
			OUT_ADDR<=OUT_ADDR+1;
		end
	end
end
endmodule
module CPU_top(RST,CLK,ACCUM_OUT);
input RST;
input CLK;
wire[7:0] DATA;
wire[2:0] OPCODE;
wire[12:0] IR_ADDR;
wire LOAD_IR;
output wire[7:0] ACCUM_OUT;
wire[7:0] ACCUM_IN;
wire LOAD_ACC;
wire ZERO;
wire FETCH;
wire INC_PC;
wire LOAD_PC;
wire RD;
wire WR;
wire DATACTL_ENA;
wire[12:0] PC_ADDR;
wire[12:0] ADDR;
wire ALU_N;
wire ALU_ENA;
wire[7:0] ALU_OUT;
REGISTER re(DATA,LOAD_IR,CLK,OPCODE,IR_ADDR);
ACCUMULATOR ac(ACCUM_IN,LOAD_ACC,RST,ACCUM_OUT,ZERO);
ALU al(DATA,ACCUM_OUT,OPCODE,ALU_OUT,ALU_ENA,CLK);
CONTROL co(CLK,RST,OPCODE,ZERO,INC_PC,LOAD_ACC,LOAD_PC,RD,WR,LOAD_IR,DATACTL_ENA,FETCH,ALU_N,ALU_ENA);
DATACTL da(ACCUM_OUT,DATACTL_ENA,DATA);
ADDR ad(FETCH,IR_ADDR,PC_ADDR,ADDR);
COUNTER cou(IR_ADDR,LOAD_PC,INC_PC,RST,PC_ADDR);
CHOOSE ch(IR_ADDR,ALU_OUT,ALU_N,ACCUM_IN);
RAOM ra(DATA,ADDR,RD,WR);
endmodule
module DATACTL(IN,DATA_ENA,DATA);
	input[7:0] IN;
	input DATA_ENA;
	output[7:0] DATA;
	assign DATA=DATA_ENA?IN:8'bzzzzzzzz;
endmodule
module RAOM(data,addr,read,write);
	inout[7:0] data;
	input[12:0] addr;
	input read;
	input write;
	reg[7:0]raom[13'h1ff:0];
	initial begin
raom[0]=8'b00000000;
raom[1]=8'b00001000;
raom[2]=8'b00001001;
raom[3]=8'b01100110;
raom[4]=8'b00001001;
raom[5]=8'b01101110;
raom[6]=8'b00000000;
raom[7]=8'b00000000;
raom[8]=8'b00001001;
raom[9]=8'b01110110;
raom[10]=8'b00000000;
raom[11]=8'b00101000;
raom[12]=8'b00001100;
raom[13]=8'b10000110;
raom[14]=8'b00000111;
raom[15]=8'b11111000;
raom[16]=8'b00001100;
raom[17]=8'b10001110;
raom[18]=8'b00001001;
raom[19]=8'b01100101;
raom[20]=8'b00001001;
raom[21]=8'b01101010;
raom[22]=8'b00001001;
raom[23]=8'b01111110;
raom[24]=8'b00001001;
raom[25]=8'b01101101;
raom[26]=8'b00001001;
raom[27]=8'b01100110;
raom[28]=8'b00001001;
raom[29]=8'b01111101;
raom[30]=8'b00001001;
raom[31]=8'b01101110;
raom[32]=8'b00001100;
raom[33]=8'b10000101;
raom[34]=8'b00001100;
raom[35]=8'b10001010;
raom[36]=8'b00001100;
raom[37]=8'b10000110;
raom[38]=8'b00000011;
raom[39]=8'b00100001;
raom[40]=8'b00000000;
raom[41]=8'b10010111;
	end
	assign data=read?raom[addr]:8'bzzzzzzzz;
	always@(posedge write)begin
		raom[addr]<=data;
	end
endmodule
module REGISTER(DATA,ENA,CLK,OPCODE,IR_ADDR );
	input[7:0] DATA;
	input ENA;
	input CLK;
	output [2:0] OPCODE;
	output [12:0] IR_ADDR;
	reg[15:0] opc_iraddr;
	reg state;
	assign OPCODE=opc_iraddr[2:0];
	assign IR_ADDR=opc_iraddr[15:3];
	always@(posedge CLK)begin
               if(ENA) begin
				case(state)
				1'b0:begin
					opc_iraddr[15:8]<=DATA;
					state<=1;
				end
				1'b1:begin
					opc_iraddr[7:0]<=DATA;
					state<=0;
				end
				endcase
		end
		else begin
			state<=0;
		end
	end
endmodule
--- config.mk ---
export PLATFORM = sky130hd
export DESIGN_NAME = CPU_top
export DESIGN_NICKNAME = CPU_top
export VERILOG_FILES = /design/flow/design.v
export SDC_FILE = /design/flow/constraint.sdc
export NUM_CORES = 4
export LEC_CHECK = 1
export CORE_UTILIZATION = 30
--- constraint.sdc ---
current_design CPU_top

set clk_period 148.2
set clk_io_pct 0.2

create_clock -name clk0 -period $clk_period [get_ports {CLK}]

set non_clock_inputs [all_inputs -no_clocks]
set_input_delay [expr $clk_period * $clk_io_pct] -clock clk0 $non_clock_inputs
set_output_delay [expr $clk_period * $clk_io_pct] -clock clk0 [all_outputs]
--- run.sh ---
#!/bin/bash
# OpenROAD 26Q1-2900-gdf79404cd8, Yosys 0.63+post, stock flow scripts
make -C /OpenROAD-flow-scripts/flow DESIGN_CONFIG=/design/flow/config.mk WORK_HOME=/design/flow/orfs finish
==> out/metrics.yaml <==
yosys_cells: 8614
ys_types: 70
error: "ERROR: Found 8 problems in 'check -assert'."
haltStage: "synthesis (1_2_yosys)"
ys_chip_area_sq_um: 160000
yosys_warnings: 8
outcome: "aborted with a tool error"
synth_top_flop_cell: "edfxtp_1"
synth_async_sr_flop_share: 0.00217
ys_ff: 4150
edf_count: 4116
## cells by family after synthesis
family          after synthesis  share of synthesized area
latches                       8                   0.000750
mux                        1136                      0.108
xor+xnor                      7                   0.000383
compound gates             1667                     0.0681
flops                      4142                      0.776
simple gates               1061                     0.0280
fa+ha+maj                     2                   0.000156
buf+inv                     591                     0.0190
## synth_stat cells, drive strengths merged, types with 4 or more instances
master,count,share of area
nor3b,7,0.00036
nand3b,5,0.00023
o21a,7,0.00033
nand2b,4,0.00016
o22ai,299,0.012
mux4,471,0.066
a21oi,454,0.014
a222oi,15,0.00094
o41ai,66,0.0038
a211oi,10,0.00047
dlxtn,8,0.00075
o31ai,5,0.00023
nand3,13,0.00041
a41oi,48,0.0026
or2,9,0.00035
a31oi,5,0.00020
and3,6,0.00023
and2,6,0.00023
buf,268,0.011
or4,14,0.00066
clkbuf,314,0.0074
nor2,548,0.013
o22a,5,0.00027
nor3,16,0.00050
o221ai,57,0.0031
nor4,55,0.0022
mux2i,660,0.041
xnor2,4,0.00022
nor2b,10,0.00039
o21ai,169,0.0053
a22o,15,0.00082
a22oi,497,0.023
mux2,5,0.00040
edfxtp,4116,0.77
and3b,7,0.00038
dfrtp,9,0.0014
nand2,339,0.0080
dfxtp,17,0.0021
nand4,10,0.00047
inv,9,0.00021
